==> design/flow/config.mk <==
export PLATFORM = sky130hd
export DESIGN_NAME = cpu
export DESIGN_NICKNAME = cpu
export VERILOG_FILES = /design/flow/design.v
export SDC_FILE = /design/flow/constraint.sdc
export NUM_CORES = 4
export LEC_CHECK = 1
export CORE_UTILIZATION = 50
==> design/flow/constraint.sdc <==
current_design cpu

set clk_period 10.0
set clk_io_pct 0.2

create_clock -name clk0 -period $clk_period [get_ports {clk}]

set non_clock_inputs [all_inputs -no_clocks]
set_input_delay [expr $clk_period * $clk_io_pct] -clock clk0 $non_clock_inputs
set_output_delay [expr $clk_period * $clk_io_pct] -clock clk0 [all_outputs]
==> design/flow/design.v <==
module alu (
    input [7:0] operand1,
    input [7:0] operand2,
    input [2:0] operation,
    input enable,
    output reg [7:0] result
);
    always @(*) begin
        if (enable) begin
            case (operation)
                3'b011: result <= operand1 + operand2;
                3'b100: result <= operand1 - operand2;
                default: result <= 8'b00000000;  
            endcase
        end
    end  
endmodule
module cpu (
    input wire clk,               
    input wire reset,             
    input wire [15:0] instr,      
    output reg [7:0] result       
);
    wire [7:0] operand1;          
    reg [7:0] operand2;           
    wire [7:0] alu_result;        
    reg [2:0] alu_op;             
    reg [3:0] dest_reg;           
    reg [7:0] reg_write_data;     
    reg [7:0] addr;               
    reg write_enable;             
    wire [7:0] data_out;         
    memory mem_inst (
        .clk(clk),
        .write_enable(write_enable),
        .addr(addr),
        .data_in(reg_write_data),
        .data_out(data_out)
    );
    register reg_file (
        .clk(clk),
        .write_enable(write_enable),
        .read_reg1(dest_reg),     
        .write_data(reg_write_data),
        .read_data1(operand1)
    );
    alu alu_inst (
        .operand1(operand1),
        .operand2(operand2),
        .operation(alu_op),
        .enable(1'b1),             
        .result(alu_result)
    );
    always @(*) begin
        alu_op = instr[14:12];    
    end
    always @(posedge clk or posedge reset) begin
        if (reset) begin
            result <= 8'b0;
            write_enable <= 0;
        end else begin
            case (alu_op)
                3'b000: begin  
                    write_enable <= 1;
                    dest_reg <= instr[11:8]; 
                    reg_write_data <= instr[7:0];
                end
                3'b001: begin  
                    write_enable <= 1;
                    addr <= instr[7:0];
                    dest_reg <= instr[11:8];
                    reg_write_data <= operand1;
                end
                3'b010: begin  
                    write_enable <= 0;          
                    addr <= instr[7:0];         
                    result <= data_out;  
                    dest_reg <= instr[11:8];
                    reg_write_data <=data_out;     
                end
                3'b011: begin  
                    write_enable <= 1;
                    dest_reg <= instr[11:8]; 
                    operand2 <=instr[7:0];
                    result <= alu_result;
                    operand2 = instr[7:0];    
                    reg_write_data <=alu_result;
                end
                default: begin
                    write_enable <= 0;
                end
            endcase
        end
    end
endmodule
module memory (
    input wire clk,
    input wire write_enable,   
    input wire [7:0] addr,     
    input wire [7:0] data_in,  
    output reg [7:0] data_out  
);
    reg [7:0] mem [255:0];
        integer i;
        initial begin
            for (i = 0; i < 256; i = i + 1) begin
                mem[i] = 8'b00000000;  
            end
        end
    initial begin
        data_out = 8'b00000000;  
    end 
    always @(*) begin
        if (write_enable) begin
            mem[addr] <= data_in;
        end else begin
            data_out <= mem[addr];
        end
    end
endmodule
module register (
    input clk,
    input write_enable,
    input [3:0] read_reg1,
    input [7:0] write_data,
    output reg [7:0] read_data1
);
    reg [7:0] reg_file [7:0];
    initial begin
        reg_file[0] = 8'h00;  
        reg_file[1] = 8'h00;
        reg_file[2] = 8'h00;
        reg_file[3] = 8'h00;
        reg_file[4] = 8'h00;
        reg_file[5] = 8'h00;
        reg_file[6] = 8'h00;
        reg_file[7] = 8'h00;
    end
    always @(posedge clk) begin
            reg_file[read_reg1] <= write_data;
    end
    always @(*) begin
        read_data1 = reg_file[read_reg1];
    end
endmodule
==> design/flow/run.sh <==
#!/bin/bash
# OpenROAD 26Q1-2900-gdf79404cd8, Yosys 0.63+post, stock flow scripts
make -C /OpenROAD-flow-scripts/flow DESIGN_CONFIG=/design/flow/config.mk WORK_HOME=/design/flow/orfs finish
==> run notes <==
Flow results are below.

- Setup repair after global routing left no endpoint under its margin.
- The OpenROAD warning count is between 40 and 50, for reference.
- In the floorplan report the effective utilization is 50.7%.
- The routed length per placed instance is between 50 and 60 µm, for reference.
- For this run, the detailed router reports a per-instance via density of a little over 8.
- In the final report, the number of hold violations comes to 0.
- The instance tally after logic synthesis is 5078, for reference.
- The height of the die is around 320 µm, for reference.
- The largest individual stage delay along the critical path comes from the cell nor2_1.
- The arrival time reported for the critical path endpoint is a little over 4 ns, for reference.
- The critical path endpoint has a required time of 10.10 ns.
- The overall die area is approximately 100000 µm², for reference.
- The registers reported with the highest flop counts are mem_inst.mem x2048, reg_file.reg_file x64.
- The layout cell share with drive strength beyond 1 is approximately 8.4%, for reference.
- In this run the layout overhead on the synthesized area is reported as 7.87%.
- The count of nets left with antenna violations after detail routing is 0, for reference.
- The clock slew seen by the registers of the worst setup and hold paths is 0.07 ns, for reference.
- The final routed DRC violation total is 0, for reference.
- The clock H-tree reported by CTS has 3 levels.
- The total wire length is roughly 350000 µm, for reference.
- The run finished with clean final reports.
- In the Yosys report the total cell count is between 5000 and 6000.
- The count of warnings emitted by yosys is 5, for reference.
- The worst setup skew after layout is about 0.013 ns, for reference.
- The max capacitance violation total is 0, for reference.
- Checking hold timing, the worst path is listed with class reg2reg.
- The flow reported a cell area power density of between 40 and 50 nW/µm².
- The flip-flop count of the largest register, all copies and words added is ~2000, for reference.
- The largest vdd supply drop is between 0.1 and 0.15 mV, for reference.
- The worst setup margin is around 6.0 ns, for reference.
- The cell type group with the largest total delay on the critical path is buffers and inverters, for reference.
- In this run the static leakage power is around 23 nW.
- The number of different library cells in the post-synthesis netlist is approximately 77, for reference.
- Fill cells in the final layout number approximately 8900.
- The TritonCTS clock tree is done, for reference.
- The core occupancy in the finished layout is between 50% and 60%, for reference.
- The via count of the first global-routing pass is 47529, for reference.
- The number of gates resized after CTS was 0.
- Based on the critical path, the design can be clocked at up to about 250 MHz.
- The core region area is between 100000 and 150000 µm², for reference.
- The count of endpoints without a timing constraint is 2056, for reference.
- The number of placed instances, taps included is between 6000 and 7000, for reference.
- On the final layout, the worst hold slack is ~0.48 ns.
- The total of buffers placed on input and output ports is 23, for reference.
- The number of buffers created by CTS is 9, for reference.
- The pin count of the biggest net entering global routing is between 150 and 200, for reference.
- The cell area after layout is between 50000 and 60000 µm², for reference.
- The register bit total from synthesis is 2159, for reference.
- The worst-case clock buffer depth is 2, for reference.
- The floorplan has ~120 rows.
- The cts-stage hold buffer count is 0, for reference.
- The chip area line in the Yosys stat output reads roughly 52000 µm².
- Buffers added to address setup during post-CTS repair amount to 0.
- In this run the cell area measured after placement is 54700 µm².
- The final timing report counts setup violations totalling 0.
- For this run, the number of standard cells in the final layout without fillers is about 6700.
- The number of register pins that no clock reaches is around 2000, for reference.
- Adding up every negative setup slack in the final design gives 0 ns.
- The max-slew check reports its worst relative slack as between 10% and 20%.
- The critical path class is in2reg, for reference.
- The shortest clock period the worst path allows after layout is between 4 and 5 ns, for reference.
- The number of violations reported at the end of detailed-routing iteration 0 is ~9500, for reference.
- The worst slack after detailed placement is approximately 5.7 ns, for reference.
- The worst-skew pair later-pin latency is ~0.35 ns, for reference.
- Per the final report, max-transition violations number 0.
- Power comes to roughly 2.6 mW.
- The kind of launch point of the worst setup path is an input pin, for reference.
- The floorplan report gives the top-level pin count as 26.
- After synthesis the cells add up to approximately 52000 µm².
- According to the floorplan report, the die width is roughly 320 µm.
- After its last routability iteration, the placer logged a weighted congestion of around 1.2.
- The predominant post-synthesis flop cell is dlxtn_1, for reference.
- mem_inst.mem holds more flip-flops than any other register.
- The average instance in the mapped netlist occupies between 10 and 15 µm².
- The number of enable flip-flop cells is approximately 90, for reference.
- The signal on the critical path passes through clkdlybuf4s50_1 -> buf_4 -> clkinv_1 -> nor2_1 -> a22oi_1 -> o21ai_0.
- The async set-or-reset flop fraction in the synthesized netlist is 0.417%, for reference.
- The final period utilization is 40.5%, for reference.
- The element type at the critical path end is a flop, for reference.
- The global router's overall resource usage is 71.2%, for reference.
- The number of buffers and inverters on the critical path is 3, for reference.
- Looking at the clock tree report, the root buffer type is clkbuf_16.
- The number of antenna violations at the first check in global routing was ~120.
- The wire length of the first global-routing pass is roughly 460000 µm, for reference.
- The critical path maximum fanout is 21.
- Detailed placement finished with a half-perimeter wire length of 226000 µm.
- The pin closest to its max-slew limit shows a slew of between 1 and 1.5 ns.
- The first-pass detailed-route iteration total is 10, for reference.
- After global routing the overflow that remains totals 0.
- The maximum cell stage delay along the critical path is slightly above 0.5 ns, for reference.
- The number of vias after detailed routing is between 50000 and 60000, for reference.
[cell usage in the layout (no fill, tap or decap), types with 60 or more instances in the layout]
cell | Yosys | final
buf_4 | 3 | 313
nand2_1 | 250 | 250
a22oi_1 | 468 | 468
edfxtp_1 | 91 | 91
a21oi_1 | 90 | 89
o22ai_1 | 183 | 183
a222oi_1 | 62 | 62
nand3_1 | 531 | 530
nor4_1 | 83 | 80
nand4_1 | 142 | 142
diode_2 | 0 | 315
a22o_1 | 60 | 60
a32oi_1 | 98 | 98
dlxtn_1 | 2056 | 2056
nor2_1 | 113 | 113
[Yosys cell counts, types with 8 or more instances]
master,number,area [µm²]
dlxtn_1,2056,30900
nand3_1,531,2660
a22oi_1,468,3510
nand2_1,250,938
clkbuf_1,224,841
o22ai_1,183,1140
nand4_1,142,888
buf_2,136,681
nor2_1,113,424
a32oi_1,98,858
edfxtp_1,91,2730
a21oi_1,90,450
nor4_1,83,519
buf_1,72,270
a222oi_1,62,621
a22o_1,60,526
a221oi_1,42,368
or4_1,30,225
o21ai_0,20,100
a31oi_1,18,113
nor3_1,18,90.1
and2_1,16,100
mux4_2,16,360
o211ai_1,16,120
and3_1,14,87.6
nor4bb_1,13,130
and4_1,11,96.3
and4b_1,11,110
mux2_2,11,124
dfrtp_1,9,225
a21o_1,8,60.1
a32o_1,8,80.1
a41oi_1,8,70.1
nand4b_1,8,70.1
or4b_2,8,80.1
[power by group]
| group | internal [mW] | total [mW] | switching, mW |
|---|---|---|---|
| combinational | 0.220 | 0.961 | 0.740 |
| sequential | 1.12 | 1.28 | 0.161 |
| clock | 0.179 | 0.351 | 0.173 |
| total | 1.51 | 2.59 | 1.07 |
[path summary, 6_finish.rpt]
check | to | start | slack, ns | depth (start not counted)
setup / recovery | reg_write_data[3]$_DFFE_PP_ | instr[12] | 5.95 | 6
hold / removal | result[5]$_DFFE_PP0N_ | result[5]$_DFFE_PP0N_ | 0.48 | 1
setup reg to reg | reg_write_data[6]$_DFFE_PP_ | flop | 6.22 | 11
hold reg to reg | result[5]$_DFFE_PP0N_ | result[5]$_DFFE_PP0N_ | 0.48 | 1
max in group asynchronous | write_enable$_DFF_PP0_ | reset | 7.70 | 2
min in group asynchronous | result[0]$_DFFE_PP0N_ | reset | 2.02 | 2
[per-layer routing]
layer | part of all wire, % | up-vias | track usage, %
met5 | 1.1 | - | 48.1
met4 | 12 | 124 | 58.8
met3 | 21 | 2760 | 63.2
met2 | 35 | 7154 | 80.6
met1 | 31 | 26214 | 76.1
li1 | - | 19056 | -
[worst register-to-register path: cells and delay by family, from the launching register on]
family / cells / cell delay (ns)
fa+ha+maj: 2 / 0.68
flops: 1 / 0.83
mux: 2 / 0.76
compound gates: 6 / 1.12
xor+xnor: 1 / 0.15
[cell type report]
| cell class | instances | area [µm²] | share of cell area (%) |
|---|---|---|---|
| diodes | 315 | 788 | 1.41 |
| clock buffers | 9 | 225 | 0.403 |
| clock inverters | 7 | 86.3 | 0.154 |
| inverters | 8 | 30.0 | 0.0537 |
| multi-input cells | 2476 | 16400 | 29.3 |
| flip-flops and latches | 2159 | 33900 | 60.6 |
| well taps | 1368 | 1710 | 3.06 |
| repair buffers | 345 | 2750 | 4.92 |
[kinds of logic (layout without fill, tap and decap cells)]
group / after synthesis / after routing / synth area share, %
AOI/OAI and AO/OA: 1135 / 1135 / 16.4
adders and majority gates: 8 / 8 / 0.208
DFF: 103 / 103 / 5.83
muxes: 32 / 32 / 1.03
buffers and inverters: 443 / 369 / 3.56
xor gates and xnor gates: 9 / 9 / 0.152
other: 0 / 315 / 0
and+or+nand+nor: 1292 / 1292 / 13.2
latches: 2056 / 2056 / 59.6
Power is estimated from default activity; no workload was simulated.
