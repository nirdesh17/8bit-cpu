## design/flow/design.v

```verilog
module program_counter (
    input wire clk,               
    input wire reset,             
    input enable,
    output reg [7:0] pc           
);
    always @(posedge clk or posedge reset) begin
        if (reset) begin
            pc <= 8'b00000000;     
        end else if (enable) begin
            pc <= pc + 1;          
        end
    end
endmodule
```

## design/flow/run.sh

```bash
#!/bin/bash
# OpenROAD 26Q1-2900-gdf79404cd8, Yosys 0.63+post, stock flow scripts
make -C /OpenROAD-flow-scripts/flow DESIGN_CONFIG=/design/flow/config.mk WORK_HOME=/design/flow/orfs finish
```

## design/flow/config.mk

```make
export PLATFORM = sky130hd
export DESIGN_NAME = program_counter
export DESIGN_NICKNAME = program_counter
export VERILOG_FILES = /design/flow/design.v
export SDC_FILE = /design/flow/constraint.sdc
export NUM_CORES = 4
export LEC_CHECK = 1
export CORE_AREA = 10 10 70 70
export DIE_AREA = 0 0 80 80
```

## design/flow/constraint.sdc

```tcl
current_design program_counter

set clk_period 1.8
set clk_io_pct 0.2

create_clock -name clk0 -period $clk_period [get_ports {clk}]

set non_clock_inputs [all_inputs -no_clocks]
set_input_delay [expr $clk_period * $clk_io_pct] -clock clk0 $non_clock_inputs
set_output_delay [expr $clk_period * $clk_io_pct] -clock clk0 [all_outputs]
```

==> reports/metrics.cfg <==
[run_status]
status = finished clean

[pwr]
irDropWorstVdd_uv = 747
power.density_nw_per_um2 = 1430
total_leakage_power_uw = 0.000221

[clocking]
cts_hold_buf = 0
numCtsBuffers = 3
clk_pin_slew_ps = 50
htreeDepth = 1
cts_resized = 0
post_cts_buffers = 0
cts_root_buffer = clkbuf_4
clk_latency_ps = 250
clock_sinks = 8
cts_tree = yes
cts_buffer_depth = 2

[floorplanning]
die_area_um2 = 6400
die_height_um = 80
pin_count = 11
core-area_um2 = 3420
rows = 21
core_util_floorplan_pct = 10.1
die_w_um = 80

[routing]
route.detailed.drc = 0
first_pass_iters = 4
wl_per_cell_um = 9.03
dr.first_iter.drc_count = 3
antennaDiodeCount = 0
ant_nets = 0
vias_per_cell = 2.90
wirelength_um = 786
num_vias = 252

[global_routing]
grt_pass1_vias = 266
antenna_found_initial = 0
grt_pass1_wl_um = 1260
grt_start_max_net_pins = 9
overflow = 0
track_usage_pct = 2.56

[sta]
setup_violations = 0
min_period_ps = 1550
hold_viol = 0
fmax_mhz = 645
fin_ws_ps = 249
worst_pin_slew_ps = 300
skew_ps = 3.41
rsz0062_at_grt = no
slew_headroom_pct = 80.0
tns_ps = 0
min_period_over_period_pct = 86.2
fin_hold_ws_ps = 350
slew_violations = 0

[yosys]
yosys_cells = 27
synth-seq-cells = 8
ys_seq_share_pct = 58.0
avgSynthCellArea_um2 = 12.8
synth_area_um2 = 345
synth_cell_types = 12
ys_chip_area_um2 = 345
syn_inst = 27
yosys_warnings = 1

[cells_and_area]
drive_gt1_share_pct = 17.1
regArea_um2 = 200
largest_register_ffs = 8
largestRegisters = pc: 8 flops
final_util_pct = 15.6
fillers = 394
layout_top_cell = clkdlybuf4s50_1
logic_area_um2 = 141
top_register = pc
area_growth_pct = 54.3
lay_top_cells = clkdlybuf4s50_1 (10), dfrtp_1 (8), xnor2_1 (4)

[critical_path]
reg2reg_slack_ps = 700
crit_arrival_ps = 1190
path_class = reg -> out
crit_chain = clkdlybuf4s50_1
endpoint_kind = output port
slowest_delay_ps = 510
crit_family = buffers and inverters
crit_slowest_cell = clkdlybuf4s50_1
cp.required_ps = 1440
path_buffers = 1
cp-start-kind = flip-flop
worstPathMaxFanout = 5

[run]
openroad.warnings = 25
drv_cap = 0

[placement]
gp_congestion = 0.760
detailed_place_hpwl_um = 633
port_buffers = 10
place_ws_ps = 282

[min_path]
hold_class = in -> async

==> metal layers <==
layer	vias to the layer above	part of all wire (%)	routed length (um)	GRT usage, %
li1	120	-	-	-
met5	-	0	0	0
met1	116	54	425	3.51
met3	2	13	100	2.05
met2	14	32	248	2.97
met4	0	1.4	11	0.528
==> cells in the mapped netlist <==
cell type / count / area, um2
and3_1: 1 / 6.26
dfrtp_1: 8 / 200
ha_1: 1 / 12.5
inv_1: 1 / 3.75
mux2_2: 1 / 11.3
nand2_1: 3 / 11.3
nand4_1: 2 / 12.5
nand4_2: 1 / 12.5
nor2_1: 1 / 3.75
nor3_2: 1 / 10.0
xnor2_1: 4 / 35.0
xor2_1: 3 / 26.3
==> cells by family after synthesis <==
| kind of cell | after synthesis | synth area share (%) |
|---|---|---|
| adder cells (fa/ha/maj) | 1 | 3.62 |
| XOR/XNOR | 7 | 17.8 |
| multiplexers | 1 | 3.26 |
| AND/OR/NAND/NOR | 9 | 16.3 |
| buffers and inverters | 1 | 1.09 |
| flip-flops | 8 | 58.0 |
==> report_power, final <==
part	switching (uW)	internal [uW]
Combinational	74.7	198
Clock	60.2	76.2
Sequential	95.7	256
Total	231	530
==> path summary, 6_finish.rpt <==
kind | from | to | cells past startpoint
min | reset | pc[6]$_DFFE_PP0P_ | 2
max reg2reg | pc[0]$_DFFE_PP0P_ | pc[1]$_DFFE_PP0P_ | 2
min in group clk0 | pc[7]$_DFFE_PP0P_ | pc[7]$_DFFE_PP0P_ | 1
min reg2reg | pc[7]$_DFFE_PP0P_ | pc[7]$_DFFE_PP0P_ | 1
max | pc[2]$_DFFE_PP0P_ | pc[2] | 1
max in group asynchronous | reset | pc[4]$_DFFE_PP0P_ | 2
==> per-stage QoR <==
step / power, uW / std cells / instance area (um2)
finish: 761 / 87 / 533
global route: 826 / 87 / 533
detailed placement: 636 / 84 / 510
floorplan: 436 / 27 / 345
CTS: 778 / 87 / 533
global placement: 626 / 84 / 510
==> layout make-up <==
cell class	instances	area share [%]
clock buffer	3	4.23
inverter	1	0.704
multi-input combinational	18	26.5
sequential	8	37.6
tap	46	10.8
timing repair buffer	11	20.2
Power and IR drop assume default switching activity.
